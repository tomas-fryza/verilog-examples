==> ./config.mk <==
export PLATFORM = sky130hd
export DESIGN_NAME = blink
export DESIGN_NICKNAME = blink
export VERILOG_FILES = /design/flow/design.v
export SDC_FILE = /design/flow/constraint.sdc
export NUM_CORES = 4
export LEC_CHECK = 1
export CORE_AREA = 10 10 102 102
export DIE_AREA = 0 0 112 112
==> ./constraint.sdc <==
current_design blink

set clk_period 3.5
set clk_io_pct 0.2

create_clock -name clk0 -period $clk_period [get_ports {clk}]

set non_clock_inputs [all_inputs -no_clocks]
set_input_delay [expr $clk_period * $clk_io_pct] -clock clk0 $non_clock_inputs
set_output_delay [expr $clk_period * $clk_io_pct] -clock clk0 [all_outputs]
==> ./design.v <==
`timescale 1 ns/1 ps
module blink (
    input wire clk,   
    output wire ledr,
    output wire ledg,
    output wire rgb_b);
    reg [24:0] counter = 0;
    always @ (posedge clk)
    begin
        counter <= counter + 1'b1;
    end
    assign ledr = counter[24];
    assign ledg = counter[23];
    assign rgb_b = counter[22];
endmodule   
==> ./run.sh <==
#!/bin/bash
# OpenROAD 26Q1-2900-gdf79404cd8, Yosys 0.63+post, stock flow scripts
make -C /OpenROAD-flow-scripts/flow DESIGN_CONFIG=/design/flow/config.mk WORK_HOME=/design/flow/orfs finish
==> results_slide.txt <==
Key Metrics from the Run

Outcome
  – Status: complete, no violations

Detailed routing
  – Post-route DRC violation count: 0
  – # diodes: 0
  – DRT iter0 DRCs: 80
  – Via Count: 585
  – Remaining antenna violation count after routing: 0
  – Final WL: around 1300 um
  – Drt pass-1 iters: 4
  – DR WL/cell: 6.73 um
  – Number of vias per cell: 2.97

Floorplanning
  – Die area: 12500 sq um
  – Die span in y: 112 um
  – Core Util at FP: roughly an eighth
  – Std-Cell Rows: 33
  – Core area: 8220 sq um
  – Die X: 112 um
  – # IOs: 4

Final layout
  – Gate Area: 473 sq um
  – Layout cells sized above 1: between 10% and 20%
  – Largest reg by FF count: counter
  – Synth-to-Final Area Change: 21.4%
  – Top cells excl fill/tap: dfxtp_1 (25), xnor2_1 (15), nand3_1 (9), xor2_1 (8), and3_1 (5)
  – FF+latch area: 500 sq um
  – Largest registers: counter x25
  – Most frequent logic cell in the layout: dfxtp_1
  – Max FFs per register: 25
  – Fill cells: 896

Worst setup path
  – R2R depth: 5
  – WP data required: 2800 ps
  – Worst flop-to-flop path endpoint: counter[18]
  – Critical setup path kind: flop to primary output
  – Cell family with most CP delay: buffers and inverters
  – Worst Setup Start Kind: flop
  – Crit. End Element: primary output
  – CP Buf/Inv Count: 1
  – R2r setup slk: 1980 ps
  – Crit Path Max Fanout: 4
  – CP cell instances: clkdlybuf4s50_1
  – Reg-to-reg critical path startpoint: counter[0]
  – Max stage delay on crit path: 490 ps
  – Critical-path cell with the highest stage delay: clkdlybuf4s50_1
  – Crit path arrival time: 1150 ps

Clock network
  – TritonCTS buffer count: 3
  – Post-cts gate resize count: 0
  – Root Buffer: clkbuf_8
  – Maximum clock insertion buffer count: 2
  – Cts-stage hold buffer count: 0
  – Post-CTS setup buffers: 0
  – CTS H-tree lvls: 1
  – Latest clock arrival within the worst-skew pair: roughly 270 ps
  – Clock Pin Slew Worst Setup and Hold Paths: 90 ps
  – Clk sinks: 25
  – TritonCTS clock tree: built

STA
  – Final setup viols: 0
  – Crit share post-route: 52.9%
  – Setup_tns: 0 ps
  – Max-slew violation count: 0
  – Fin worst setup slack: ~1600 ps
  – Final Hold Fails: 0
  – F_max: 0.540 GHz
  – Slew HR: 75.2%
  – RSZ-0062 raised after global routing: no
  – Clk_skew: 9.45 ps
  – Period minus WS final: approximately 1900 ps
  – Worst slew pin tran: 369 ps

GRT
  – Gr usage total: 2.20%
  – Number of antenna violations at the first check in global routing: 0
  – Overflow after GRT: 0
  – Vias in the first global route: about 550
  – Pin count of the biggest net entering global routing: 16
  – First-pass GRT wire length: 2480 um

Flow run
  – Count of tool warnings: 25
  – Max cap viols: 0

Hold path
  – HP Class: flop to flop
  – Hold path endpoint: counter[0]
  – Hold Path Depth: 1
  – Worst Hold Launch: counter[0]

Placement
  – Pre-CTS setup slack: roughly 1900 ps
  – Number of port buffers: 3
  – Gp weighted congestion: approximately 0.76
  – HPWL Detailed: 962 um

Yosys
  – Syn Area/Cell: 11.5 sq um
  – Yosys cell count: 85
  – Chip area in the Yosys report: between 900 and 1000 sq um
  – Seq/Total Area, Yosys: roughly 51%
  – Yosys warns: 1
  – Mapped Cells: 85
  – Main area contributors: dfxtp_1 (51%), xnor2_1 (13%), xor2_1 (7.1%)
  – Synth area leader: dfxtp_1
  – Area leader share: between 50 and 60%
  – Synthesized area: 981 sq um
  – Unique masters post-synth: 15
  – Synth Register Bits: 25

Pwr
  – Leakage: 0.425 nW
  – Power Dens Cells: ~380 nW/um^2
  – Peak supply drop: ~0.00022 V
-- synth_stat cells --
cell type	count
xnor2_1	15
nand3_1	9
nand4_1	4
nand4_4	2
inv_1	2
nor2_1	4
dfxtp_1	25
and3_2	1
xor2_1	8
and3_1	5
nand2_1	4
and4_1	2
nand3_4	1
ha_1	1
nor4_4	2
-- how the worst max path moves through the flow --
stage / startpoint / to / slack [ps] / cells past startpoint
CTS: counter[22] / rgb_b / 1630 / 1
global route: counter[22] / rgb_b / 1590 / 1
finish: counter[22] / rgb_b / 1650 / 1
-- area by class of cell --
class / count / area share (%)
flip-flops and latches: 25 / 42.0
multi-input cells: 58 / 39.7
well taps: 105 / 11.0
clock buffers: 3 / 3.47
repair buffers: 3 / 2.52
clock inverters: 1 / 0.630
inverters: 2 / 0.630
-- per-stage QoR --
stage	utilization [%]	total power [mW]	cells	hold slack, ps	area, sq um
after floorplan	-	0.291	85	383	981
after global placement	13.9	0.291	193	391	1140
after detailed placement	13.9	0.291	193	395	1140
after CTS	14.5	0.466	197	416	1190
after global routing	14.5	0.480	197	431	1190
final	14.5	0.457	197	414	1190
-- power breakdown --
part	leakage (nW)	internal [mW]	switching (mW)	total [mW]
Clock	0.0217	0.0806	0.0927	0.173
Combinational	0.202	0	0	0.000000202
Sequential	0.201	0.284	0	0.284
-- routing by layer --
layer,track usage (%),share of wire (%)
met1,3.10,55
met2,3.26,42
met3,0.760,3.2
met4,0.254,0
met5,0,0
-- logic make-up after synthesis --
kind of cell               count (synthesis)  share of synthesized area (%)
DFF                                       25                           51.0
buffers and inverters                      2                          0.766
adders and majority gates                  1                           1.28
and+or+nand+nor                           34                           26.4
xor gates and xnor gates                  23                           20.5
Power figures rest on the tool's default switching activity, not on a simulated workload.
