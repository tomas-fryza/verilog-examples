==> flow/design.v <==
`timescale 1ns/1ps
module bin2seg (
    input  wire [3:0] bin,   
    output reg  [6:0] seg    
);
    always @(*) begin
        case (bin)
            4'h0: seg = 7'b000_0001;
            4'h1: seg = 7'b100_1111;
            4'h2: seg = 7'b001_0010;
            4'h3: seg = 7'b000_0110;
            4'h4: seg = 7'b100_1100;
            4'h5: seg = 7'b010_0100;
            4'h6: seg = 7'b010_0000;
            4'h7: seg = 7'b000_1111;
            4'h8: seg = 7'b000_0000;
            4'h9: seg = 7'b000_0100;
            4'hA: seg = 7'b000_1000;
            4'hB: seg = 7'b110_0000;
            4'hC: seg = 7'b011_0001;
            4'hD: seg = 7'b100_0010;
            4'hE: seg = 7'b011_0000;
            4'hF: seg = 7'b011_1000;
            default: seg = 7'b111_1111;   
        endcase
    end
endmodule
`timescale 1ns/1ps
module counter #(
    parameter N = 3   
)(
    input  wire clk,          
    input  wire rst,          
    input  wire en,           
    output reg  [N-1:0] cnt   
);
    always @(posedge clk) begin
        if (rst) begin
            cnt <= 0;   
        end
        else if (en) begin
            cnt <= cnt + 1'b1;   
        end
    end
endmodule
`timescale 1ns/1ps
module display_driver (
    input  wire clk,          
    input  wire rst,          
    input  wire [7:0] data,   
    output wire [6:0] seg,    
    output reg  [1:0] anode   
);
    wire cnt_en;
    clk_en #(
        .MAX(8)       
    ) enable_inst (   
        .clk(clk),
        .rst(rst),
        .ce (cnt_en)
    );
    wire digit_sel;
    counter #(
        .N(1)
    ) counter_inst (
        .clk(clk),
        .rst(rst),
        .en (cnt_en),
        .cnt(digit_sel)
    );
    wire [3:0] digit_val;
    assign digit_val = (digit_sel == 1'b0) ? data[3:0] : data[7:4];
    bin2seg decoder_inst (
        .bin(digit_val),
        .seg(seg)
    );
    always @(*) begin
        anode = 2'b11;             
        anode[digit_sel] = 1'b0;   
    end
endmodule
`timescale 1ns/1ps
module display_top (
    input  wire clk,          
    input  wire btnu,         
    input  wire [7:0]  sw,    
    output wire [6:0]  seg,   
    output wire [7:0]  an,    
    output wire dp            
);
    display_driver driver_inst (
        .clk  (clk),
        .rst  (btnu),
        .data (sw),
        .seg  (seg),
        .anode(an[1:0])
    );
    assign an[7:2] = 6'b11_1111;
    assign dp = 1'b1;
endmodule
`timescale 1ns/1ps
module clk_en #(
    parameter MAX = 4   
)(
    input  wire clk,   
    input  wire rst,   
    output reg  ce     
);
    reg [$clog2(MAX)-1:0] cnt;
    always @(posedge clk) begin
        if (rst) begin
            ce  <= 1'b0;   
            cnt <= 0;      
        end
        else if (cnt == MAX-1) begin
            ce  <= 1'b1;   
            cnt <= 0;      
        end
        else begin
            ce   <= 1'b0;         
            cnt  <= cnt + 1'b1;   
        end
    end
endmodule
==> flow/run.sh <==
#!/bin/bash
# OpenROAD 26Q1-2900-gdf79404cd8, Yosys 0.63+post, stock flow scripts
make -C /OpenROAD-flow-scripts/flow DESIGN_CONFIG=/design/flow/config.mk WORK_HOME=/design/flow/orfs finish
==> flow/config.mk <==
export PLATFORM = sky130hd
export DESIGN_NAME = display_top
export DESIGN_NICKNAME = display_top
export VERILOG_FILES = /design/flow/design.v
export SDC_FILE = /design/flow/constraint.sdc
export NUM_CORES = 4
export LEC_CHECK = 1
export CORE_AREA = 10 10 70 70
export DIE_AREA = 0 0 80 80
==> flow/constraint.sdc <==
current_design display_top

set clk_period 3.7
set clk_io_pct 0.2

create_clock -name clk0 -period $clk_period [get_ports {clk}]

set non_clock_inputs [all_inputs -no_clocks]
set_input_delay [expr $clk_period * $clk_io_pct] -clock clk0 $non_clock_inputs
set_output_delay [expr $clk_period * $clk_io_pct] -clock clk0 [all_outputs]
==> run summary <==
Figures from the flow reports.

Run status:
- The flow ran to the end, and the final reports show no timing, DRC or antenna violations.

STA:
- The run puts the final setup violation count at 0.
- The run puts the transition time of the tightest slew-check pin at 473 ps.
- Per the final report, max-transition violations number 0.
- The run gives the share of the clock period used by the worst path as about 94%.
- The run gives the highest clock frequency the design can meet as approximately 0.29 GHz.
- The run puts the worst max-slew margin expressed relative to the limit at around two thirds.
- The worst path needs 3480 ps of the cycle, external delays included.
- The run puts the setup slack of the critical path after layout at ~220 ps.
- Setup repair after global routing left no endpoint under its margin.
- The run puts the clock skew at ~2.3 ps.
- Endpoints failing hold in the final report were tallied at 0.
- The final layout reports a setup TNS of 0 ps.

Place:
- The run puts the routability congestion estimate from global placement at 0.742.
- The run puts the count of input and output buffers at 18.
- The run gives the post-placement setup slack as roughly 110 ps.
- The run puts the HPWL reported at the end of detailed placement at around 1100 um.

Yosys:
- A synthesized cell averages slightly below 10 um^2.
- The cell area that synthesis handed to floorplanning was between 500 and 600 um^2.
- Yosys printed 4 warnings.
- By area the synthesized netlist is led by sky130_fd_sc_hd__dfxtp_1, sky130_fd_sc_hd__ha_1, sky130_fd_sc_hd__mux2i_1, sky130_fd_sc_hd__buf_4, sky130_fd_sc_hd__mux2i_4.
- The run puts the number of cell instances after yosys synthesis at ~60.
- Of all flip-flops after synthesis, the portion carrying an async set or reset was 0%.
- The run gives the most area-hungry cell type in the Yosys netlist as sky130_fd_sc_hd__dfxtp_1.
- The synthesis report names the predominant flop master as sky130_fd_sc_hd__dfxtp_1.
- The run gives the top cell type's share of synthesized area as ~17%.
- The run gives the cell count after synthesis as roughly 60.
- By count the netlist is led by sky130_fd_sc_hd__buf_4, sky130_fd_sc_hd__ha_1, sky130_fd_sc_hd__mux2i_1.
- The number of different library cells used by synthesis comes to 21.
- The run gives the sequential area share after synthesis as between 15 and 20%.
- The run puts the number of flip-flops and latches in the synthesized netlist at 5.
- The post-synth count of flops with an enable pin is 0.
- The run puts the post-synthesis chip area from yosys at 586 um^2.

GRT:
- The initial antenna violation count came to 0.
- The run puts the via count of the first global-routing pass at around 440.
- The run puts the sum of overflow across all layers after global routing at 0.
- The run gives the global router's overall resource usage as a little under 4%.
- The first global-routing pass estimated approximately 2100 um of wire.
- The run puts the largest net degree at the start of global routing at 15.

Clock tree:
- The run puts the clock latency of the later-clocked register in the worst-skew pair at 240 ps.
- The run puts the post-cts hold-fix buffer tally at 0.
- For this design, the sink count on the clock tree is 5.
- The run puts the total setup buffers inserted after CTS at 0.
- Clock tree synthesis selected as its root buffer the cell sky130_fd_sc_hd__clkbuf_4.
- The run gives the H-tree depth reported by CTS as 1.
- TritonCTS built the clock tree.
- In the CTS report, the clock slew at the register clock pins of the worst setup and hold paths is listed as around 40 ps.
- CTS reports a maximum clock tree buffer depth of 2.
- Per the TritonCTS log, the buffer count is 3.

Worst hold path:
- Checking hold timing, the worst path is listed with class flip-flop to flip-flop.

Cells and area:
- The run puts the proportion of layout cells with a drive suffix above 1 at 15.2%.
- The final layout report lists a filler cell count of 373.
- The layout report lists the multi-input gate area as approximately 410 um^2.
- Per the layout area report, the register area comes to between 100 and 150 um^2.
- The run puts the layout-stage area growth over the synthesis result at 37.2%.

Floorplanning:
- The floorplan step defined a die boundary enclosing ~0.0064 mm^2.
- The die is around 80 um tall.
- The run puts the die extent in x at around 80 um.
- The run gives the area of the core as approximately 0.0034 mm^2.
- Row generation in the floorplan step produced 21 rows.
- The run puts the floorplan-stage core utilization at between 15 and 20%.
- Pin placement for this block handled 26 I/O pins.

Detailed routing:
- The run gives the number of DRC markers after the initial detailed-route iteration as 10.
- The run gives the number of remaining DRC errors as 0.
- The run gives the number of antenna repair diodes as 0.
- The run gives the total wire length as around 1300 um.
- The run gives the residual antenna-violating net count after detailed routing as 0.
- The run puts the average wire per standard cell at 10.2 um.
- The first detailed-routing pass took 3 iterations.
- The run gives the post-detailed-route via-to-cell ratio as 3.60.
- For this block, the via count after detailed routing is around 450.

Critical path:
- The critical path is of the input pin to output pin type.
- The run gives the required time at the worst-slack endpoint as around 3000 ps.
- The worst setup path is captured at an output pin.
- The worst setup path is launched from an input pin.
- The run gives the arrival time at the worst endpoint as ~2700 ps.
- Looking at the critical path, the highest net fanout was 6.

Flow run:
- The number of maximum-capacitance violations recorded for the run is 0.
- The run gives the OpenROAD warning count as 30.

Power:
- The run puts the maximum resistive drop on vdd at about 0.062 mV.
- The run puts the power density normalized to cell area at roughly 230 mW/mm^2.
- The run gives the static leakage as 0.000331 uW.
- The run puts the post-route total power at roughly 180 uW.
area by class of cell:
| cell class | instances | share of cell area (%) |
|---|---|---|
| tap | 46 | 7.17 |
| sequential | 5 | 12.5 |
| clock buffer | 4 | 3.27 |
| multi-input combinational | 45 | 50.5 |
| timing repair buffer | 20 | 24.3 |
| inverter | 5 | 2.34 |
critical path, stage by stage:
cell	delay, ps
sky130_fd_sc_hd__clkdlybuf4s50_1	410
sky130_fd_sc_hd__mux2i_2	310
sky130_fd_sc_hd__ha_1	290
sky130_fd_sc_hd__inv_1	90
sky130_fd_sc_hd__mux2_2	260
sky130_fd_sc_hd__mux2i_1	130
sky130_fd_sc_hd__clkdlybuf4s50_1	500
report_power, final:
| group | internal [uW] | switching, uW |
|---|---|---|
| sequential | 57.0 | 1.10 |
| combinational | 39.0 | 22.7 |
| clock | 40.7 | 21.6 |
cells in the final DEF, fill, tap and decap left out, types with 2 or more instances in the layout:
| cell | netlist | layout |
|---|---|---|
| sky130_fd_sc_hd__a22o_1 | 3 | 3 |
| sky130_fd_sc_hd__buf_4 | 8 | 2 |
| sky130_fd_sc_hd__clkbuf_4 | 0 | 3 |
| sky130_fd_sc_hd__clkdlybuf4s50_1 | 0 | 18 |
| sky130_fd_sc_hd__conb_1 | 1 | 7 |
| sky130_fd_sc_hd__dfxtp_1 | 5 | 5 |
| sky130_fd_sc_hd__ha_1 | 8 | 8 |
| sky130_fd_sc_hd__inv_1 | 5 | 5 |
| sky130_fd_sc_hd__mux2_2 | 3 | 3 |
| sky130_fd_sc_hd__mux2i_1 | 6 | 5 |
| sky130_fd_sc_hd__mux2i_4 | 2 | 2 |
| sky130_fd_sc_hd__nor2_1 | 2 | 2 |
| sky130_fd_sc_hd__nor2b_1 | 2 | 2 |
| sky130_fd_sc_hd__nor3b_1 | 4 | 4 |
| sky130_fd_sc_hd__xnor2_1 | 2 | 2 |
path summary, 6_finish.rpt:
check | start | end | slack [ps] | cells after the start
min reg2reg | driver_inst.enable_inst.cnt[0] | driver_inst.enable_inst.cnt[0] | 430 | 1
max reg2reg | driver_inst.enable_inst.cnt[0] | driver_inst.enable_inst.cnt[2] | 2690 | 3
max | sw[1] | seg[3] | 220 | 7
min | driver_inst.enable_inst.cnt[0] | driver_inst.enable_inst.cnt[0] | 430 | 1
logic make-up after synthesis:
| logic type | synth area share [%] |
|---|---|
| XOR/XNOR | 2.99 |
| AND/OR/NAND/NOR | 11.5 |
| AND-OR/OR-AND | 8.76 |
| adder cells (fa/ha/maj) | 17.1 |
| buffers and inverters | 18.2 |
| multiplexers | 23.7 |
| flip-flops | 17.1 |
| other | 0.640 |
registers in the layout (all words and copies together), names as in the netlist:
signal,flops
driver_inst.counter_inst.cnt,1
driver_inst.enable_inst.ce,1
driver_inst.enable_inst.cnt,3
metrics by stage:
stage | std cells | area, um^2 | hold WS [ps] | utilization, %
floorplan | 66 | 608 | 396 | -
global placement | 121 | 773 | 407 | 22.6
detailed placement | 121 | 773 | 420 | 22.6
CTS | 125 | 800 | 428 | 23.4
global route | 125 | 803 | 446 | 23.5
finish | 125 | 803 | 427 | 23.5
timing repair:
action                                  in CTS  in global routing
resized                                      0                  1
hold endpoints to repair                     0                  0
endpoints found under the setup margin       0                  2
layer usage:
layer  wire length [um]  GRT usage, %  up-vias  part of all wire (%)
met2                563          5.94       13                    44
met5                  0             0        -                     0
met4                 19          1.41        0                   1.5
met3                112          1.70        2                   8.8
li1                   -             -      230                     -
met1                581          4.89      205                    46
Power is estimated from default activity; no workload was simulated.
