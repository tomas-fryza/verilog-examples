`design.v`:
```
`timescale 1ns/1ps
module clk_en #(
    parameter MAX = 4   
)(
    input  wire clk,   
    input  wire rst,   
    output reg  ce     
);
    reg [$clog2(MAX)-1:0] cnt;
    always @(posedge clk) begin
        if (rst) begin
            ce  <= 1'b0;   
            cnt <= 0;      
        end
        else if (cnt == MAX-1) begin
            ce  <= 1'b1;   
            cnt <= 0;      
        end
        else begin
            ce   <= 1'b0;         
            cnt  <= cnt + 1'b1;   
        end
    end
endmodule
`timescale 1ns/1ps
module debounce (
    input  wire clk,     
    input  wire rst,     
    input  wire pin,     
    output wire state,   
    output wire press    
);
    localparam SHIFT_LEN = 4;   
    localparam MAX       = 2;   
    wire ce_sample;
    reg sync0, sync1;
    reg [SHIFT_LEN-1:0] shift_reg;
    reg debounced, delayed;
    clk_en #(
        .MAX(MAX)
    ) clock_inst (
        .clk(clk),
        .rst(rst),
        .ce (ce_sample)
    );
    always @(posedge clk) begin
        if (rst) begin
            sync0     <= 0;
            sync1     <= 0;
            shift_reg <= 0;
            debounced <= 0;
            delayed   <= 0;
        end else begin
            sync1 <= sync0;
            sync0 <= pin;
            if (ce_sample) begin
                shift_reg <= {shift_reg[SHIFT_LEN-2:0], sync1};
                if (&shift_reg)
                    debounced <= 1;
                else if (~|shift_reg)
                    debounced <= 0;
            end
            delayed <= debounced;
        end
    end
    assign state = debounced;
    assign press = debounced & ~delayed;
endmodule
`timescale 1ns / 1ps
module uart_top (
    input  wire clk,
    input  wire btnu,
    input  wire btnd,
    input  wire [7:0] sw,
    output wire tx,
    output wire led17_g
  );
    wire tx_en;
    debounce debounce_inst (
        .clk  (clk),
        .rst  (btnu),
        .pin  (btnd),
        .state(),       
        .press(tx_en)
    );
    uart_tx uart_tx_inst (
        .clk  (clk),
        .rst  (btnu),
        .start(tx_en),
        .data (sw),
        .tx   (tx),
        .busy (led17_g)
    );
endmodule
`timescale 1ns/1ps
module uart_tx (
    input  wire clk,          
    input  wire rst,          
    input  wire start,        
    input  wire [7:0] data,   
    output reg  tx,           
    output reg  busy          
);
    localparam IDLE               = 2'd0,
               TRANSMIT_START_BIT = 2'd1,
               TRANSMIT_DATA      = 2'd2,
               TRANSMIT_STOP_BIT  = 2'd3;
    reg [1:0] current_state;
    localparam CLK_FREQ = 100_000_000;
    localparam BAUDRATE = 9600;
    localparam MAX = 2;   
    localparam CNT_WIDTH = $clog2(MAX);
    reg [CNT_WIDTH-1:0] baud_count;
    reg [7:0] shift_reg;
    reg [2:0] current_bit_index;
    always @(posedge clk) begin
        if (rst) begin
            current_state     <= IDLE;
            tx                <= 1'b1;
            busy              <= 1'b0;
            shift_reg         <= 8'd0;
            current_bit_index <= 3'd0;
            baud_count        <= 0;
        end else begin
            case (current_state)
                IDLE: begin
                    tx   <= 1'b1;
                    busy <= 1'b0;
                    if (start) begin
                        shift_reg         <= data;
                        current_bit_index <= 3'd0;
                        baud_count        <= 0;
                        current_state     <= TRANSMIT_START_BIT;
                    end
                end
                TRANSMIT_START_BIT: begin
                    tx   <= 1'b0;
                    busy <= 1'b1;
                    if (baud_count == (MAX - 1)) begin
                        baud_count    <= 0;
                        current_state <= TRANSMIT_DATA;
                    end else begin
                        baud_count <= baud_count + 1;
                    end
                end
                TRANSMIT_DATA: begin
                    tx   <= shift_reg[0];
                    busy <= 1'b1;
                    if (baud_count == (MAX - 1)) begin
                        shift_reg <= shift_reg >> 1;
                        if (current_bit_index == 3'd7) begin
                            current_state <= TRANSMIT_STOP_BIT;
                        end else begin
                            current_bit_index <= current_bit_index + 1;
                        end
                        baud_count <= 0;
                    end else begin
                        baud_count <= baud_count + 1;
                    end
                end
                TRANSMIT_STOP_BIT: begin
                    tx   <= 1'b1;
                    busy <= 1'b1;
                    if (baud_count == (MAX - 1)) begin
                        current_state <= IDLE;
                        baud_count    <= 0;
                    end else begin
                        baud_count <= baud_count + 1;
                    end
                end
                default: begin
                    current_state <= IDLE;
                end
            endcase
        end
    end
endmodule
```
`run.sh`:
```
#!/bin/bash
# OpenROAD 26Q1-2900-gdf79404cd8, Yosys 0.63+post, stock flow scripts
make -C /OpenROAD-flow-scripts/flow DESIGN_CONFIG=/design/flow/config.mk WORK_HOME=/design/flow/orfs finish
```
`config.mk`:
```
export PLATFORM = sky130hd
export DESIGN_NAME = uart_top
export DESIGN_NICKNAME = uart_top
export VERILOG_FILES = /design/flow/design.v
export SDC_FILE = /design/flow/constraint.sdc
export NUM_CORES = 4
export LEC_CHECK = 1
export CORE_AREA = 10 10 112 112
export DIE_AREA = 0 0 122 122
```
`constraint.sdc`:
```
current_design uart_top

set clk_period 3.1
set clk_io_pct 0.2

create_clock -name clk0 -period $clk_period [get_ports {clk}]

set non_clock_inputs [all_inputs -no_clocks]
set_input_delay [expr $clk_period * $clk_io_pct] -clock clk0 $non_clock_inputs
set_output_delay [expr $clk_period * $clk_io_pct] -clock clk0 [all_outputs]
```
==> impl_metrics.json <==
{
  "r2r_cells": 4,
  "fillCellCount": 1134,
  "fin_crit_ns": 1.97,
  "rsz0062_at_grt": "false",
  "fin_cells": 257,
  "ys_area_mm2": 0.00114,
  "topCellsByArea": "dfxtp_1 (49%), mux2i_1 (11%), nor2_1 (5.0%)",
  "via_count": 767,
  "grt_max_degree": 21,
  "cts_buffer_depth": 2,
  "cts_max_level": 1,
  "ir_worst_vdd_mv": 0.183,
  "core-area_mm2": 0.0102,
  "maxCapViolCount": 0,
  "fp_util_pct": 11.1,
  "cp-end-kind": "flop",
  "die_width_um": 122,
  "critPathKind": "reg2reg",
  "area_growth_pct": 26.7,
  "ys_cells": 113,
  "finalHoldViolations": 0,
  "post_cts_resized": 0,
  "setup_ws_ns": 1.13,
  "crit_arrival_ns": 2.11,
  "pre_cts_ws_ns": 1.01,
  "rr_endpoint": "uart_tx_inst.current_bit_index[1]",
  "final_max_slew_viol_count": 0,
  "holdCritStartpoint": "debounce_inst.clock_inst.cnt",
  "chipHeight_um": 122,
  "dieArea_mm2": 0.0149,
  "power_density_mw_per_mm2": 425,
  "diodes": 0,
  "startpoint": "uart_tx_inst.current_state[1]",
  "logic_area_um2": 518,
  "rows": 37,
  "timing.slew.headroom_pct": 51.4,
  "placedCellCount": 253,
  "synth.yosys.warnings": 3,
  "drtIter0Drc": 97,
  "syn_area_mm2": 0.00114,
  "common_cells": "dfxtp_1 (28), nor2_1 (15), mux2i_1 (12)",
  "antenna_found_initial": 0,
  "start_kind": "flop",
  "fin_util_pct": 14.1,
  "worst_pin_slew_ns": 0.727,
  "first_pass_iters": 4,
  "min_path_type": "reg2reg",
  "wl_per_cell_um": 8.51,
  "outcome": "finished, final reports clean",
  "p_leak_nw": 0.430,
  "r2r_start": "uart_tx_inst.current_state[1]",
  "totalWireLength_um": 2190,
  "synth-main-ff-cell": "dfxtp_1",
  "holdBufCountCts": 0,
  "rrSetupSlack_ns": 1.13,
  "async_flop_share_pct": 0,
  "netlist_instances": 113,
  "dp_hpwl_um": 1610,
  "synth-edff-count": 0,
  "finalSetupViolations": 0,
  "cts_buffers": 3,
  "synth.avg_cell_area_um2": 10.1,
  "tritoncts": "built",
  "yosysUniqueCellTypes": 30,
  "crit_fanout": 18,
  "fin_skew_ns": 0.00179,
  "max_clock_freq_mhz": 506,
  "via_per_inst": 2.98,
  "detail-route-antenna-nets": 0,
  "seq_area_frac_synth_pct": 49.3,
  "clk_latency_ns": 0.26,
  "drc": 0,
  "synth_top_area_share_pct": 49.3,
  "yosys.cell_count.top_type": "dfxtp_1",
  "track_usage_pct": 3.08,
  "gp_congestion": 0.780,
  "clock-root-buffer": "clkbuf_8",
  "portBuffers": 12,
  "seqCellArea_um2": 561,
  "grt_pass1_vias": 786,
  "tool_warnings": 25,
  "cp_data_required_time_ns": 3.23,
  "postCtsSetupRepairBufs": 0,
  "ys_ff": 28,
  "whs_ns": 0.408,
  "fin_crit_sh_pct": 63.7,
  "cts_sinks": 28,
  "grt_pass1_wl_um": 3830,
  "grt_overflow_total": 0,
  "largest_area_cell": "dfxtp_1",
  "crit_path_end": "uart_tx_inst.current_bit_index[1]",
  "setup_tns_ns": 0,
  "layout-drive-gt1-share_pct": 7.44,
  "clk_pin_slew_ns": 0.09,
  "largest_register_ffs": 8,
  "io-pin-count": 13
}
## cell type report
type                            count  area share (%)
Sequential cell                    28            39.0
Timing Repair Buffer               13            8.87
Multi-Input combinational cell     74            36.0
Clock buffer                        4            3.83
Tap cell                          136            11.8
Inverter                            2           0.522
## worst min path at each step
stage,endpoint,slack [ns],depth (start not counted)
5_1_grt,debounce_inst.clock_inst.cnt,0.45,1
4_1_cts,debounce_inst.clock_inst.cnt,0.41,1
6_report,debounce_inst.clock_inst.cnt,0.41,1
## kinds of logic (layout without fill, tap and decap cells)
kind of cell	count (synthesis)	after routing	share of synthesized area (%)
AOI/OAI and AO/OA	22	22	15.5
adders and majority gates	2	2	2.20
buffers and inverters	11	19	5.07
DFF	28	28	49.3
muxes	12	12	10.6
and+or+nand+nor	38	38	17.3
## cells in the final DEF, fill, tap and decap left out, types with 2 or more instances in the layout
cell type        synthesis  routed
mux2i_1                 12      12
clkbuf_8                 0       4
a211oi_2                 2       2
inv_1                    2       2
nand3b_1                 3       3
nor2_1                  15      15
nor3_1                   2       2
o32ai_1                  2       2
nor2b_1                  4       4
dfxtp_1                 28      28
nand2_1                  3       3
a21oi_1                  6       6
a211oi_1                 5       5
ha_1                     2       2
nand2b_1                 8       8
clkdlybuf4s50_1          0      12
## worst max-delay path, cell delays in order (launching register included)
cell and delay (ns):
dfxtp_1 0.76, mux2i_1 0.22, a21oi_4 0.41, a21boi_1 0.32, o32ai_1 0.11
## power breakdown
part / internal, mW / switching (mW)
clock: 0.113 / 0.104
sequential: 0.362 / 0.00219
combinational: 0.0173 / 0.0114
## per-stage QoR
step / total power [mW] / cell area [µm²]
floorplan: 0.386 / 1140
global placement: 0.402 / 1380
detailed placement: 0.402 / 1380
CTS: 0.624 / 1440
global route: 0.643 / 1440
finish: 0.611 / 1440
## per-layer routing
| layer | vias to the layer above | part of all wire, % | global-route usage (%) |
|---|---|---|---|
| met4 | 0 | 2.8 | 0.894 |
| met3 | 2 | 2.0 | 0.563 |
| met5 | - | 0 | 0 |
| met1 | 345 | 54 | 4.57 |
| li1 | 414 | - | - |
| met2 | 6 | 41 | 4.44 |
No activity file was given, so power comes from the tool's default toggle rates.
